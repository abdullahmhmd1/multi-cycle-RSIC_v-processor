[/design/flow/config.mk]
export PLATFORM = sky130hd
export DESIGN_NAME = mux2to1
export DESIGN_NICKNAME = mux2to1
export VERILOG_FILES = /design/flow/design.v
export SDC_FILE = /design/flow/constraint.sdc
export NUM_CORES = 4
export LEC_CHECK = 1
export CORE_AREA = 10 10 71 71
export DIE_AREA = 0 0 81 81
[/design/flow/constraint.sdc]
current_design mux2to1

set clk_period 1.0
set clk_io_pct 0.2

create_clock -name clk0 -period $clk_period

set non_clock_inputs [all_inputs -no_clocks]
set_input_delay [expr $clk_period * $clk_io_pct] -clock clk0 $non_clock_inputs
set_output_delay [expr $clk_period * $clk_io_pct] -clock clk0 [all_outputs]
[/design/flow/design.v]
module mux2to1 (
    input logic [31:0] a,  
    input logic [31:0] b,  
    input logic sel,  
    output logic [31:0] out  
);
    always @(*) begin
        if (sel) begin
            out = b;  
        end else begin
            out = a;  
        end
    end
    endmodule
    module mux3to1 (
        input logic [31:0] a,  
    input logic [31:0] b,  
    input logic [31:0] c,  
    input logic [1:0] sel,  
    output logic [31:0] out  
    );
    always @(*) begin
        case (sel)
            2'b00: out = a;  
            2'b01: out = b;  
            2'b10: out = c;  
            2'b11: out = 32'bx;  
            default: out = 32'b0;  
        endcase
    end
    endmodule
[/design/flow/run.sh]
#!/bin/bash
# OpenROAD 26Q1-2900-gdf79404cd8, Yosys 0.63+post, stock flow scripts
make -C /OpenROAD-flow-scripts/flow DESIGN_CONFIG=/design/flow/config.mk WORK_HOME=/design/flow/orfs finish
==> reports/qor.csv <==
metric;value;unit
status;finished, violations left;
violations;setup timing;
switchingPower;137;µW
netlist_instances;36;
p_int;487;µW
crit_arrival;980;ps
netlist-cell-type-count;4;
p_sw_share;22.0;%
endpoint_kind;primary output;
power.total;624;µW
crit_type;primary input to primary output;
fin_crit_sh;118;%
openroad.warnings;34;
setup_violations;32;
num_antenna_cells;0;
vias;715;
ys_cells;36;
firstDrtPassIters;2;
flop-count;0;
slew_headroom;94.2;%
drv_slew;0;
power.share.sequential;0;%
syn2layout_area_growth;192;%
cp_max_fo;6;
track_usage;7.79;%
worst_slack;-179;ps
post-place-ws;-512;ps
antenna_found_initial;0;
numPortBuffers;97;
place_hpwl;2500;µm
timing.fmax;848;MHz
final-seq-area;0;µm²
ir_drop;0.169;mV
rsz0062_at_grt;yes;
finalNonFillerCells;187;
netlist_area;544;µm²
drtIter0Drc;3;
grt_max_degree;11;
min_path_cells;3;
hold_ws;691;ps
grt_pass1_vias;764;
wirelength;2880;µm
viasPerCell;3.82;
worstSetupStartpointType;primary input;
grt_overflow;0;
place_inst;179;
yosys_warnings;1;
placedInstanceArea;1540;µm²
fp-utilization;15.0;%
grt_first_pass_wirelength;4140;µm
required;800;ps
io_pins;97;
die-width;81;µm
utilization;43.8;%
hold_viol;0;
powerDensity;392;nW/µm²
finalCriticalPeriod;1180;ps
maxCapViolCount;0;
hold_path_startpoint;b[29];
max_slew.worst_pin.slew;87.0;ps
drive_gt1_share;54.0;%
drc;0;
comb_power_share;100.0;%
clockPowerShare;0;%
syn_avg_cell_area;15.1;µm²
gp_congestion;0.832;
yosysSeqAreaShare;0;%
hold_path_end;out[29];
die-area;6560;µm²
core_area;3630;µm²
postRouteAntennaNets;0;
stdcell_area;1590;µm²
setup_tns;-3300;ps
leakagePower;0.872;nW
clkbuf_count;0;
placementRows;22;
yosys_area;544;µm²
hp-class;primary input to primary output;
fp.dieH;81;µm
avgRoutedWirePerCell;15.4;µm
-- worst max-delay path, stage by stage --
cell	delay, ps
buf_12	120
buf_12	130
buf_12	120
mux2_4	290
buf_6	110
-- area by class of cell --
type,count,area (µm²)
fillers,357,2040
repair buffers,107,1050
multi-input cells,32,477
well taps,48,60.1
-- power groups by stage --
stage / logic [mW] / registers [mW] / clock network [mW]
after CTS: 0.614 / 0 / 0
after global routing: 0.666 / 0 / 0
final: 0.624 / 0 / 0
-- timing repair --
action                                  CTS  global route
cloned                                    2             0
resized                                 171            10
endpoints found under the hold margin     0             0
hold buffers                              0             0
setup buffers                             5             1
endpoints found under the setup margin   32            32
-- per-layer routing --
metal  track usage (%)  wire, µm  up-vias  share of wire [%]
met5                 0         0        -                  0
met1              9.03      1080      320                 37
met2              14.3      1450       50                 50
li1                  -         -      345                  -
met3              2.78       350        0                 12
met4                 0         0        0                  0
-- cell usage after synthesis --
master | count | area share (%)
mux2_4 | 30 | 83
buf_12 | 3 | 11
mux2_2 | 2 | 4.1
buf_6 | 1 | 2.1
-- worst max path at each step --
stage,from,endpoint,slack [ps],depth (start not counted)
final,sel,out[4],-180,5
after CTS,sel,out[4],-180,5
after global routing,b[31],out[31],-200,3
-- cell usage in the layout (no fill, tap or decap) --
master	instances
buf_12	4
dlymetal6s2s_1	4
buf_4	1
buf_2	13
mux2_4	31
buf_16	2
mux2_2	1
clkdlybuf4s50_1	9
dlygate4sd2_1	51
buf_6	23
-- cell families (layout without fill, tap and decap cells) --
group	count (synthesis)	in the layout	share of synthesized area, %
muxes	32	32	86.9
buffers and inverters	4	107	13.1
Power figures rest on the tool's default switching activity, not on a simulated workload.
